**flow/run.sh**
```bash
#!/bin/bash
# OpenROAD 26Q1-2900-gdf79404cd8, Yosys 0.63+post, stock flow scripts
make -C /OpenROAD-flow-scripts/flow DESIGN_CONFIG=/design/flow/config.mk WORK_HOME=/design/flow/orfs finish
```
**flow/config.mk**
```make
export PLATFORM = sky130hd
export DESIGN_NAME = vehicle_counter
export DESIGN_NICKNAME = vehicle_counter
export VERILOG_FILES = /design/flow/design.v
export SDC_FILE = /design/flow/constraint.sdc
export NUM_CORES = 4
export LEC_CHECK = 1
export CORE_UTILIZATION = 50
export SYNTH_HDL_FRONTEND = slang
```
**flow/constraint.sdc**
```tcl
current_design vehicle_counter

set clk_period 4.3
set clk_io_pct 0.2

create_clock -name clk0 -period $clk_period [get_ports {clk}]

set non_clock_inputs [all_inputs -no_clocks]
set_input_delay [expr $clk_period * $clk_io_pct] -clock clk0 $non_clock_inputs
set_output_delay [expr $clk_period * $clk_io_pct] -clock clk0 [all_outputs]
```
**flow/design.v**
```verilog
module vehicle_counter (
    input  logic clk,            
    input  logic btnC,           
    input  logic S1,             
    input  logic S2,             
    output logic [6:0] seg,      
    output logic [7:0] an,       
    output logic entering,       
    output logic exiting         
);
    typedef enum logic [2:0] {
        IDLE,            
        S1_ACTIVE,       
        S2_ACTIVE,       
        ENTERING,        
        EXITING,         
        WAIT_RELEASE     
    } state_t;
    state_t current_state, next_state;
    typedef enum logic [3:0] {
        C_IDLE,          
        C_INC,           
        C_DEC,           
        C_NO_ACTION      
    } counter_state_t;
    counter_state_t counter_current, counter_next;
    logic [6:0] count;                  
    logic [3:0] tens_digit, ones_digit;  
    logic [26:0] one_second_counter;    
    logic one_second_pulse;             
    logic [19:0] refresh_counter;       
    logic btnC_sync;                    
    logic S1_sync, S2_sync;             
    logic S1_prev, S2_prev;             
    always_ff @(posedge clk) begin
        btnC_sync <= btnC;
        S1_sync <= S1;
        S2_sync <= S2;
        S1_prev <= S1_sync;
        S2_prev <= S2_sync;
    end
    logic S1_rising, S2_rising, S1_falling, S2_falling;
    assign S1_rising = S1_sync && !S1_prev;
    assign S2_rising = S2_sync && !S2_prev;
    assign S1_falling = !S1_sync && S1_prev;
    assign S2_falling = !S2_sync && S2_prev;
    always_ff @(posedge clk) begin
        if (btnC_sync) begin
            one_second_counter <= 0;
            one_second_pulse <= 0;
        end else if (one_second_counter >= 27'd100_000_000 - 1) begin
            one_second_counter <= 0;
            one_second_pulse <= 1'b1;
        end else begin
            one_second_counter <= one_second_counter + 1;
            one_second_pulse <= 1'b0;
        end
    end
    always_ff @(posedge clk) begin
        if (btnC_sync) begin
            current_state <= IDLE;
        end else begin
            current_state <= next_state;
        end
    end
    always_comb begin
        next_state = current_state;
        case (current_state)
            IDLE: begin
                if (S1_rising && !S2_sync)
                    next_state = S1_ACTIVE;
                else if (S2_rising && !S1_sync)
                    next_state = S2_ACTIVE;
            end
            S1_ACTIVE: begin
                if (S2_rising) 
                    next_state = ENTERING;       
                else if (S1_falling)
                    next_state = IDLE;           
                else if (S2_sync)
                    next_state = EXITING;        
            end
            S2_ACTIVE: begin
                if (S1_rising)
                    next_state = EXITING;        
                else if (S2_falling)
                    next_state = IDLE;           
                else if (S1_sync)
                    next_state = ENTERING;       
            end
            ENTERING: begin
                next_state = WAIT_RELEASE;
            end
            EXITING: begin
                next_state = WAIT_RELEASE;
            end
            WAIT_RELEASE: begin
                if (!S1_sync && !S2_sync)
                    next_state = IDLE;
            end
        endcase
    end
    always_comb begin
        entering = 1'b0;
        exiting = 1'b0;
        case (current_state)
            ENTERING: entering = 1'b1;
            EXITING:  exiting = 1'b1;
            default: {entering, exiting} = 2'b00;
        endcase
    end
    always_ff @(posedge clk) begin
        if (btnC_sync) begin
            counter_current <= C_IDLE;
        end else begin
            counter_current <= counter_next;
        end
    end
    always_comb begin
        counter_next = counter_current;
        case (counter_current)
            C_IDLE: begin
                if (entering && count < 7'd99)
                    counter_next = C_INC;
                else if (exiting && count > 7'd0)
                    counter_next = C_DEC;
                else if ((entering && count == 7'd99) || (exiting && count == 7'd0))
                    counter_next = C_NO_ACTION;
            end
            C_INC, C_DEC, C_NO_ACTION: begin
                counter_next = C_IDLE;
            end
        endcase
    end
    always_ff @(posedge clk) begin
        if (btnC_sync) begin
            count <= 7'd0;
        end else begin
            case (counter_current)
                C_INC: count <= count + 1;
                C_DEC: count <= count - 1;
                default: count <= count;
            endcase
        end
    end
    always_comb begin
        tens_digit = count / 10;
        ones_digit = count % 10;
    end
    always_ff @(posedge clk) begin
        refresh_counter <= refresh_counter + 1;
    end
    always_comb begin
        an = 8'b11111111;
        if (refresh_counter[19] == 1'b0) begin
            an[0] = 1'b0;
            seg = seg7_decoder(ones_digit);
        end else begin
            an[1] = 1'b0;
            seg = seg7_decoder(tens_digit);
        end
    end
    function logic [6:0] seg7_decoder(input logic [3:0] bin);
        case (bin)
            4'h0: seg7_decoder = 7'b1000000;   
            4'h1: seg7_decoder = 7'b1111001;   
            4'h2: seg7_decoder = 7'b0100100;   
            4'h3: seg7_decoder = 7'b0110000;   
            4'h4: seg7_decoder = 7'b0011001;   
            4'h5: seg7_decoder = 7'b0010010;   
            4'h6: seg7_decoder = 7'b0000010;   
            4'h7: seg7_decoder = 7'b1111000;   
            4'h8: seg7_decoder = 7'b0000000;   
            4'h9: seg7_decoder = 7'b0010000;   
            default: seg7_decoder = 7'b1111111;
        endcase
    endfunction
endmodule
```
==> results.sh <==
# physical design summary
export IMPL_post_route_period_util=1.04
export IMPL_p_per_area_nw_per_um2=187
export IMPL_finalHoldViolCount=0
export IMPL_top_cell_area_share=0.290
export IMPL_die_area_um2=6110
export IMPL_grt_first_pass_wirelength_um=11400
export IMPL_max_cap_violations=0
export IMPL_io_buffers=14
export IMPL_ys_seq_frac=0.290
export IMPL_antenna_found_initial=0
export IMPL_violations="setup timing"
export IMPL_layout_setup_ws_ps=-185
export IMPL_numCtsBuffers=5
export IMPL_worst_pin_slew_ps=827
export IMPL_drt_initial_drc_count=99
export IMPL_crit_type="register to output pin"
export IMPL_dp_hpwl_um=4720
export IMPL_path_buffers=8
export IMPL_final_max_slew_viol_count=0
export IMPL_synthTopCellsByArea="dfxtp_1 29%, ha_1 7.3%, xnor2_1 5.1%"
export IMPL_warning_count=37
export IMPL_setup_viol=6
export IMPL_relSlewSlack=0.446
export IMPL_hold_ws_ps=413
export IMPL_max_freq_mhz=223
export IMPL_antenna_cells=0
export IMPL_ir_worst_vdd_uv=356
export IMPL_yosys_warnings=0
export IMPL_initCoreUtil=0.523
export IMPL_dr_pass1_iters=4
export IMPL_netlist_area_um2=2900
export IMPL_utilization=0.687
export IMPL_clkSinkCount=42
export IMPL_drcViolationCount=0
export IMPL_rsz0062_at_grt="yes"
export IMPL_grt_max_degree=19
export IMPL_syn_to_final_growth_pct=31.4
export IMPL_ctsHoldBuffers=0
export IMPL_overflow=0
export IMPL_die_w_um=78.1
export IMPL_rows=27
export IMPL_synth_cell_types=63
export IMPL_syn_inst=369
export IMPL_ant_nets=0
export IMPL_path_cells="nor2_4, inv_2, ha_4, nor2b_4, buf_6, o211ai_1, o311ai_2, buf_4, o311ai_4, o211ai_1, buf_4, buf_4, buf_4, o31ai_4, mux2i_2, buf_4, nand3_1, a21oi_1, clkdlybuf4s50_1"
export IMPL_gp_congestion=0.914
export IMPL_vias_per_cell=5.47
export IMPL_cts_buffer_depth=2
export IMPL_synth_async_reset_ratio=0
export IMPL_io_pin_count=21
export IMPL_clock_latency_ps=290
export IMPL_crit_top_cell="buf_4"
export IMPL_core_um2=5540
export IMPL_dp_slack_ps=-215
export IMPL_synth_seq_cells=42
export IMPL_cts_htree_levels=2
export IMPL_cp_end_kind="output pin"
export IMPL_edf_count=0
export IMPL_yosys_area_um2=2900
export IMPL_arrival_ps=3630
export IMPL_vias=2759
export IMPL_wirelength_um=6850
export IMPL_n_fill_cell=426
export IMPL_yosys_most_used_dff="dfxtp_1"
export IMPL_largest_area_cell="dfxtp_1"
export IMPL_p_leak_uw=0.00158
export IMPL_grt_pass1_vias=2526
export IMPL_critPathMaxStageDelay_ps=410
export IMPL_ys_cells=369
export IMPL_track_usage=0.234
export IMPL_drive_gt1_frac=0.271
export IMPL_path_clk_slew_ps=70
export IMPL_status="complete, but fails checks"
export IMPL_path_delay_family="buffers and inverters"
export IMPL_die_height_um=78.1
export IMPL_critPathLaunchType="register"
export IMPL_hp_class="register to register"
export IMPL_wl_per_cell_um=13.6
export IMPL_finClkSkew_ps=9.11
export IMPL_synth_avg_cell_area_um2=7.86
export IMPL_required_ps=3440
export IMPL_clockRootBuffer="clkbuf_8"
export IMPL_slowest_stage="clkdlybuf4s50_1"
export IMPL_cts_tree="built"
export IMPL_critPathMaxFanout=5
export IMPL_layout_min_cycle_time_ps=4490
stage by stage:
stage	total power, uW	cell area (um^2)	setup TNS (ps)	cells
detailed placement	423	3380	-928	480
global route	740	3810	-2080	504
floorplan	420	2960	0	374
global placement	423	3380	-747	480
CTS	723	3710	-914	500
finish	714	3810	-804	504
placed cells by master, fill, tap and decap left out, drive strengths merged, types with 3 or more instances in the layout:
cell type and n:
a21o 6, a21oi 28, a31oi 5, and2 6, and3 5, buf 62
clkbuf 6, clkdlybuf4s50 8, conb 6, dfxtp 42, ha 17, inv 18
nand2 28, nand2b 5, nand3 16, nand4 5, nor2 41, nor2b 7
nor3 8, nor3b 3, o211ai 5, o21a 3, o21ai 24, o311ai 3
o31ai 7, or3 4, xnor2 17, xor2 8
where the power goes:
part / internal [uW] / total (uW) / switching, uW
registers: 393 / 401 / 7.78
clock network: 171 / 299 / 128
logic: 7.80 / 13.6 / 5.82
total: 572 / 714 / 142
repair_timing:
action,in CTS,in global routing
gates resized,56,16
buffers inserted,13,4
pin swaps,28,19
setup endpoints to repair,7,7
registers in the layout, indices dropped and copies added, names as in the netlist:
register,count
btnC_sync,1
current_state,6
counter_current,4
S1_prev,1
S2_sync,1
count,7
S2_prev,1
refresh_counter,20
S1_sync,1
final cells by class:
cell class              count  area [um^2]  area share
repair buffers             71          561       0.147
flip-flops and latches     42          843       0.221
multi-input cells         293         2130       0.560
inverters                  18         72.6      0.0191
clock inverters             3         40.0      0.0105
clock buffers               5         68.8      0.0181
well taps                  72         90.1      0.0237
cell usage after synthesis, drive strengths merged (2+ instances only):
| cell type | count |
|---|---|
| dfxtp | 42 |
| nor2 | 41 |
| a21oi | 28 |
| nand2 | 28 |
| o21ai | 24 |
| inv | 18 |
| ha | 17 |
| xnor2 | 17 |
| buf | 16 |
| nand3 | 16 |
| nor3 | 8 |
| xor2 | 8 |
| nor2b | 7 |
| o31ai | 7 |
| a21o | 6 |
| and2 | 6 |
| a31oi | 5 |
| and3 | 5 |
| clkbuf | 5 |
| nand2b | 5 |
| nand4 | 5 |
| o211ai | 5 |
| or3 | 4 |
| nor3b | 3 |
| o21a | 3 |
| o311ai | 3 |
| a211o | 2 |
| a221oi | 2 |
| a22oi | 2 |
| mux2 | 2 |
| mux2i | 2 |
| o2111ai | 2 |
| o211a | 2 |
| o21ba | 2 |
| o22ai | 2 |
| or2 | 2 |
worst register-to-register path: cells and delay by family, from the launching register on:
kind / cells / cell delay (ps)
xor gates and xnor gates: 1 / 150
AOI/OAI and AO/OA: 4 / 390
DFF: 1 / 620
buffers and inverters: 1 / 320
adders and majority gates: 1 / 480
and+or+nand+nor: 4 / 540
logic make-up (layout without fill, tap and decap cells):
kind of cell               count (synthesis)  after routing  synth area share
and+or+nand+nor                          134            134             0.227
AOI/OAI and AO/OA                        105            105             0.243
DFF                                       42             42             0.290
buffers and inverters                     39             97            0.0630
xor gates and xnor gates                  25             25            0.0755
adders and majority gates                 19             19            0.0837
muxes                                      4              4            0.0160
other                                      1              6           0.00129
layer usage:
layer  GRT usage  vias up  share of wire
li1            -     1430              -
met1       0.346     1274           0.50
met2       0.381       43           0.46
met3      0.0213       12          0.024
met4      0.0519        0          0.017
met5           0        -              0
path summary, 6_finish.rpt:
| path | from | end | slack [ps] | cells past startpoint |
|---|---|---|---|---|
| worst max-delay path | count[4] | seg[2] | -190 | 19 |
| worst min-delay path | refresh_counter[0] | refresh_counter[0] | 410 | 1 |
| worst max register to register | count[0] | count[6] | 1670 | 11 |
| worst min register to register | refresh_counter[0] | refresh_counter[0] | 410 | 1 |
Power is estimated from default activity; no workload was simulated.
