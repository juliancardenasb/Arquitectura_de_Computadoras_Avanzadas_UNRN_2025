$ cat flow/design.v
module riscv_uart_system #(
    parameter UART_BASE = 32'h10000000
)(
    input logic clk, reset,
    input logic rx,
    output logic tx,
    input logic [31:0] address,
    input logic [31:0] write_data,
    input logic mem_write,
    input logic mem_read,
    output logic [31:0] read_data,
    output logic wait_request
);
    logic [7:0] uart_r_data, uart_w_data;
    logic uart_rd, uart_wr;
    logic uart_rx_empty, uart_tx_full;
    wire uart_selected = (address >= UART_BASE) && (address < UART_BASE + 16);
    uart_top uart (
        .clk(clk),
        .reset(reset),
        .rx(rx),
        .rd_uart(uart_rd),
        .r_data(uart_r_data),
        .rx_empty(uart_rx_empty),
        .wr_uart(uart_wr),
        .w_data(uart_w_data),
        .tx(tx),
        .tx_full(uart_tx_full)
    );
    assign uart_rd = uart_selected && mem_read && (address[3:0] == 4'h0);
    assign uart_wr = uart_selected && mem_write && (address[3:0] == 4'h0);
    assign uart_w_data = write_data[7:0];
    always_comb begin
        read_data = 32'b0;
        if (uart_selected && mem_read) begin
            case (address[3:0])
                4'h0: read_data = {24'b0, uart_r_data};   
                4'h4: read_data = {30'b0, uart_tx_full, uart_rx_empty};  
                default: read_data = 32'b0;
            endcase
        end
    end
    assign wait_request = uart_selected && mem_write && uart_tx_full;
endmodule
module band_rate_generator(
    input clk, reset,
    input [10:0] dvsr,   
    output reg tick
);
    reg [10:0] r_reg;
    reg [10:0] r_next;
    always @(posedge clk or posedge reset) begin
        if (reset)
            r_reg <= 0;
        else
            r_reg <= r_next;
    end
    always @* begin
        r_next = (r_reg == dvsr) ? 0 : r_reg + 1;
    end
    always @* begin
        tick = (r_reg == 1);
    end
endmodule
module fifo #(
    parameter DATA_WIDTH = 8,
    parameter FIFO_DEPTH = 16
)(
    input logic clk, reset,
    input logic wr_en, rd_en,
    input logic [DATA_WIDTH-1:0] w_data,
    output logic [DATA_WIDTH-1:0] r_data,
    output logic empty, full
);
    localparam ADDR_WIDTH = $clog2(FIFO_DEPTH);
    logic [DATA_WIDTH-1:0] mem [0:FIFO_DEPTH-1];
    logic [ADDR_WIDTH-1:0] w_ptr, r_ptr;
    logic [ADDR_WIDTH:0] fifo_count;
    always_ff @(posedge clk, posedge reset) begin
        if (reset) begin
            w_ptr <= 0;
            r_ptr <= 0;
            fifo_count <= 0;
        end else begin
            if (wr_en && !full) begin
                mem[w_ptr] <= w_data;
                w_ptr <= w_ptr + 1;
            end
            if (rd_en && !empty) begin
                r_data <= mem[r_ptr];
                r_ptr <= r_ptr + 1;
            end
            case ({wr_en && !full, rd_en && !empty})
                2'b01: fifo_count <= fifo_count - 1;
                2'b10: fifo_count <= fifo_count + 1;
                default: ;
            endcase
        end
    end
    assign empty = (fifo_count == 0);
    assign full = (fifo_count == FIFO_DEPTH);
endmodule
module receiver #(
    parameter DBIT = 8,
    parameter SB_TICK = 16
)(
    input clk, reset,
    input rx, s_tick,
    output reg [7:0] dout,
    output reg rx_done_tick
);
    localparam [1:0] idle = 2'b00, start = 2'b01, data = 2'b10, stop = 2'b11;
    reg [1:0] state_reg, state_next;
    reg [3:0] s_reg, s_next;
    reg [2:0] n_reg, n_next;
    reg [7:0] b_reg, b_next;
    always @(posedge clk or posedge reset) begin
        if (reset) begin
            state_reg <= idle;
            s_reg <= 0;
            n_reg <= 0;
            b_reg <= 0;
        end else begin
            state_reg <= state_next;
            s_reg <= s_next;
            n_reg <= n_next;
            b_reg <= b_next;
        end
    end
    always @* begin
        state_next = state_reg;
        s_next = s_reg;
        n_next = n_reg;
        b_next = b_reg;
        rx_done_tick = 1'b0;
        case (state_reg)
            idle:
                if (~rx) begin
                    state_next = start;
                    s_next = 0;
                end
            start:
                if (s_tick) begin
                    if (s_reg == 7) begin
                        state_next = data;
                        s_next = 0;
                        n_next = 0;
                    end else begin
                        s_next = s_reg + 1;
                    end
                end
            data:
                if (s_tick) begin
                    if (s_reg == 15) begin
                        s_next = 0;
                        b_next = {rx, b_reg[7:1]};
                        if (n_reg == (DBIT - 1)) begin
                            state_next = stop;
                        end else begin
                            n_next = n_reg + 1;
                        end
                    end else begin
                        s_next = s_reg + 1;
                    end
                end
            stop:
                if (s_tick) begin
                    if (s_reg == (SB_TICK - 1)) begin
                        state_next = idle;
                        rx_done_tick = 1'b1;
                    end else begin
                        s_next = s_reg + 1;
                    end
                end
        endcase
    end
    assign dout = b_reg;
endmodule
module transmitter #(
    parameter DBIT = 8,
    parameter SB_TICK = 16
)(
    input clk, reset,
    input tx_start, s_tick,
    input [7:0] din,
    output reg tx, tx_done_tick
);
    localparam [1:0] idle = 2'b00, start = 2'b01, data = 2'b10, stop = 2'b11;
    reg [1:0] state_reg, state_next;
    reg [3:0] s_reg, s_next;
    reg [2:0] n_reg, n_next;
    reg [7:0] b_reg, b_next;
    reg tx_reg, tx_next;
    always @(posedge clk or posedge reset) begin
        if (reset) begin
            state_reg <= idle;
            s_reg <= 0;
            n_reg <= 0;
            b_reg <= 0;
            tx_reg <= 1'b1;
        end else begin
            state_reg <= state_next;
            s_reg <= s_next;
            n_reg <= n_next;
            b_reg <= b_next;
            tx_reg <= tx_next;
        end
    end
    always @* begin
        state_next = state_reg;
        s_next = s_reg;
        n_next = n_reg;
        b_next = b_reg;
        tx_next = tx_reg;
        tx_done_tick = 1'b0;
        case (state_reg)
            idle: begin
                tx_next = 1'b1;
                if (tx_start) begin
                    state_next = start;
                    s_next = 0;
                    b_next = din;
                end
            end
            start: begin
                tx_next = 1'b0;
                if (s_tick) begin
                    if (s_reg == 15) begin
                        state_next = data;
                        s_next = 0;
                        n_next = 0;
                    end else begin
                        s_next = s_reg + 1;
                    end
                end
            end
            data: begin
                tx_next = b_reg[0];
                if (s_tick) begin
                    if (s_reg == 15) begin
                        s_next = 0;
                        b_next = {1'b0, b_reg[7:1]};
                        if (n_reg == (DBIT - 1)) begin
                            state_next = stop;
                        end else begin
                            n_next = n_reg + 1;
                        end
                    end else begin
                        s_next = s_reg + 1;
                    end
                end
            end
            stop: begin
                tx_next = 1'b1;
                if (s_tick) begin
                    if (s_reg == (SB_TICK - 1)) begin
                        state_next = idle;
                        tx_done_tick = 1'b1;
                    end else begin
                        s_next = s_reg + 1;
                    end
                end
            end
            default: begin
                state_next = idle;
                tx_next = 1'b1;
            end
        endcase
    end
    assign tx = tx_reg;
endmodule
module uart_top  #(
    parameter DBIT = 8,
    parameter FIFO_DEPTH = 16,
    parameter DVSR = 32   
)(
    input clk, reset,
    input rx, rd_uart,
    output [7:0] r_data,
    output rx_empty,
    input wr_uart,
    input [7:0] w_data,
    output tx,
    output tx_full
);
    wire tick;
    wire rx_done_tick, tx_done_tick;
    wire tx_fifo_not_empty;
    wire [7:0] tx_fifo_out;
    wire [7:0] rx_to_fifo;
    wire [10:0] dvsr_11bit = DVSR[10:0];
    band_rate_generator brg_unit (
        .clk(clk),
        .reset(reset),
        .dvsr(dvsr_11bit),   
        .tick(tick)
    );
    receiver #(.DBIT(DBIT)) rx_unit (
        .clk(clk),
        .reset(reset),
        .rx(rx),
        .s_tick(tick),
        .dout(rx_to_fifo),
        .rx_done_tick(rx_done_tick)
    );
    fifo #(.DATA_WIDTH(DBIT), .FIFO_DEPTH(FIFO_DEPTH)) rx_fifo (
        .clk(clk),
        .reset(reset),
        .wr_en(rx_done_tick),
        .rd_en(rd_uart),
        .w_data(rx_to_fifo),
        .r_data(r_data),
        .empty(rx_empty),
        .full()
    );
    fifo #(.DATA_WIDTH(DBIT), .FIFO_DEPTH(FIFO_DEPTH)) tx_fifo (
        .clk(clk),
        .reset(reset),
        .wr_en(wr_uart),
        .rd_en(tx_done_tick),
        .w_data(w_data),
        .r_data(tx_fifo_out),
        .empty(tx_fifo_not_empty),
        .full(tx_full)
    );
    transmitter #(.DBIT(DBIT)) tx_unit (
        .clk(clk),
        .reset(reset),
        .tx_start(tx_fifo_not_empty),
        .s_tick(tick),
        .din(tx_fifo_out),
        .tx(tx),
        .tx_done_tick(tx_done_tick)
    );
endmodule
$ cat flow/run.sh
#!/bin/bash
# OpenROAD 26Q1-2900-gdf79404cd8, Yosys 0.63+post, stock flow scripts
make -C /OpenROAD-flow-scripts/flow DESIGN_CONFIG=/design/flow/config.mk WORK_HOME=/design/flow/orfs finish
$ cat flow/config.mk
export PLATFORM = sky130hd
export DESIGN_NAME = riscv_uart_system
export DESIGN_NICKNAME = riscv_uart_system
export VERILOG_FILES = /design/flow/design.v
export SDC_FILE = /design/flow/constraint.sdc
export NUM_CORES = 4
export LEC_CHECK = 1
export CORE_UTILIZATION = 40
export SYNTH_HDL_FRONTEND = slang
$ cat flow/constraint.sdc
current_design riscv_uart_system

set clk_period 5.8
set clk_io_pct 0.2

create_clock -name clk0 -period $clk_period [get_ports {clk}]

set non_clock_inputs [all_inputs -no_clocks]
set_input_delay [expr $clk_period * $clk_io_pct] -clock clk0 $non_clock_inputs
set_output_delay [expr $clk_period * $clk_io_pct] -clock clk0 [all_outputs]
==> Implementation_results.wiki <==
== Flow metrics ==
{| class="wikitable"
! Metric !! Value
|-
| Status || finished, final reports clean
|-
| Critical Path Source Type || input port
|-
| PD cells || roughly 300 nW/um^2
|-
| Total number of yosys warnings || 0
|-
| Final tally of max-slew violations || 0
|-
| Die Width || approximately 190 um
|-
| Total vias in the final route || around 7,500
|-
| Origin of the critical flop-to-flop path || uart.brg_unit.r_reg[8]$_DFF_PP0_
|-
| Placeable core region || between 30,000 and 40,000 sq um
|-
| WHS Path Cells || 1
|-
| Largest driver fanout on the critical path || 9
|-
| Netlist cell types || 59
|-
| Timing-limited maximum frequency || about 0.21 GHz
|-
| Buffers from clock root to sink, at most || 3
|-
| Crit path DAT || 3.59 ns
|-
| Filler Cells Inserted || ~3,000
|-
| Routed wire length || ~26,000 um
|-
| Peak ir drop on the vdd network || 0.228 mV
|-
| Routed wire length per instance || around 18 um
|-
| Clock tree from TritonCTS || yes
|-
| Part of the total power dissipated in the clock network || 0.443
|-
| Mux share of post-synthesis cell area || 0.128
|-
| Clock sinks || between 300 and 400
|-
| Number of placed I/O pins || 103
|-
| Sw Share || 0.197
|-
| Buffers on Ports || roughly 54
|-
| Flip-flops with a built-in enable || ~270
|-
| Unrepaired setup endpoints after global routing || false
|-
| Leakage dissipation || approximately 0.0062 uW
|-
| Most used cells in the layout excluding fill and tap cells || edfxtp_1 (272), dfrtp_1 (71), mux4_2 (56), clkdlybuf4s50_1 (54), mux2i_1 (43)
|-
| Hold path startpoint || uart.rx_fifo.fifo_count[4]$_DFFE_PP0P_
|-
| Hold violation count in the final report || 0
|-
| Antenna violations before repair || 0
|-
| Y dimension of the die || 194 um
|-
| Commonest Layout Cell || edfxtp_1
|-
| Flop2flop setup slack || between 2 and 2.5 ns
|-
| Worst hold-check path type || flop to flop
|-
| Fraction of final layout cells with drive strength greater than 1 || 0.159
|-
| Terminating pin of the worst hold path || uart.rx_fifo.fifo_count[4]$_DFFE_PP0P_
|-
| Slew of the pin with the lowest slew margin || between 0.8 and 0.9 ns
|-
| Critical path cell sequence || clkdlybuf4s50_1 > nor4_1 > nand4_1 > nor4_4 > and2_1 > clkdlybuf4s50_1
|-
| Post_cts resized || 0
|-
| Synth logic family || multiplexers
|-
| CTS H-tree depth || 2
|-
| Combined area of the multi-input logic cells || between 4000 and 5000 sq um
|-
| Global-route wire length before repair || ~42,000 um
|-
| Skew final || ~0.019 ns
|-
| Global route overflow || 0
|-
| Family with the most delay on the worst path || simple AND/OR/NAND/NOR gates
|-
| Crit-path slowest cell || nor4_4
|-
| Routed via count divided by cell count || 5.21
|-
| HPWL after detailed placement || 17,200 um
|-
| Placed Area || roughly 16,000 sq um
|-
| Synthesis area per yosys || roughly 15,000 sq um
|-
| Inserted Clock Buffers || 37
|-
| Cell count in the Yosys report || between 800 and 900
|-
| RD Place Congestion || a little over 0.8
|-
| Adder share || 0.0257
|-
| Worst path max stage delay || about 0.66 ns
|-
| Critical R2R Capture || uart.tx_fifo.fifo_count[4]$_DFFE_PP0P_
|-
| Simple-Gate Area Share || 0.0719
|-
| Sum Neg Setup Slack || 0 ns
|-
| Instance tally after logic synthesis || 891
|-
| Worst slew margin relative to its limit || 0.445
|-
| Sequential group share of total power || 0.544
|-
| Residual DRC count || 0
|-
| Setup violators final || 0
|-
| Buffers & Inverters on Critical Path || 2
|-
| Number of antenna repair diodes || 0
|-
| Residual antenna-violating net count after detailed routing || 0
|-
| Final std cell area, no fill || about 17,000 sq um
|-
| Clk Tree Root Cell || clkbuf_16
|-
| Post-Synthesis Cell Area || 14,700 sq um
|-
| Critical path endpoint category || primary output
|-
| Synth Register Bits || about 350
|-
| Mean instance size in the synthesized netlist || around 17 sq um
|-
| Final WS setup || about 1.1 ns
|-
| Compound-Gate Fraction of Synth Area || 0.0420
|-
| Cell depth of the worst flop-to-flop path || 11
|-
| Shortest clock period the worst path allows after layout || 4.75 ns
|-
| Initial core utilization || 0.409
|-
| XOR/XNOR share of the synthesized area || 0.0185
|-
| Site row count || a little under 70
|-
| Worst Path Class, Setup || input port to primary output
|-
| Total global-route track usage || 0.156
|-
| Number of warning messages in the logs || around 57
|-
| Clock-pin slew on the worst setup and hold paths || about 0.060 ns
|-
| First-pass DRT Iterations || 4
|-
| Dominant flop cell || edfxtp_1
|-
| Die Area || 37,500 sq um
|-
| Number of max-cap violations || 0
|-
| Sw Pwr || between 900 and 1000 uW
|-
| Sequential cell area || 10,100 sq um
|-
| Ratio of final minimum period to clock period || 0.819
|-
| Cell-internal power || 3960 uW
|-
| Synth Seq Share || 0.685
|-
| Layout overhead on the synthesized area || 14.0%
|-
| First-iteration detailed-routing DRC count || between 300 and 400
|-
| Cell repeated most along the worst path || clkdlybuf4s50_1
|-
| Number of global-route vias before repair || ~7,700
|-
| # Post-CTS Setup Buffers || 0
|-
| Crit path DRT || roughly 4.6 ns
|-
| FFs w/ async S/R, synth || 0.218
|-
| Portion of total power attributed to combinational logic || 0.013
|-
| Pin count of the biggest net entering global routing || ~56
|-
| Post-cts hold buffer count || 0
|-
| Worst setup slack after placement || 1.01 ns
|-
| Insertion delay to the later sink of the worst-skew pair || 0.53 ns
|-
| Hold WS || 0.483 ns
|}
## metal layers
layer / vias to the layer above / share of wire / track usage
met5: - / 0 / 0.00383
met4: 0 / 0.019 / 0.0264
met1: 3692 / 0.42 / 0.236
met2: 234 / 0.46 / 0.231
li1: 3540 / - / -
met3: 41 / 0.094 / 0.0658
## logic make-up (layout without fill, tap and decap cells)
kind of cell,Yosys count,count (layout)
AOI/OAI and AO/OA,94,94
xor gates and xnor gates,31,31
adders and majority gates,29,29
buffers and inverters,84,151
DFF,348,348
muxes,116,116
other,1,24
and+or+nand+nor,188,188
## synth_stat cells, types with 22 or more instances
library cell / number / share of area
a21oi_1: 24 / 0.0082
edfxtp_1: 272 / 0.56
buf_4: 25 / 0.013
nand3_1: 24 / 0.0082
clkbuf_1: 25 / 0.0064
mux2i_1: 43 / 0.029
xnor2_1: 25 / 0.015
dfrtp_1: 73 / 0.12
nand2_1: 39 / 0.010
ha_1: 27 / 0.023
o21ai_0: 22 / 0.0075
nor2_1: 41 / 0.010
mux4_2: 56 / 0.086
## power groups by stage
stage,registers (uW),clock network [uW],logic (uW)
final,2680,2180,62.7
after global routing,2680,2340,70.8
after CTS,2680,2240,64.9
## worst max-delay path by stage
stage	from	end	cells past startpoint
4_1_cts	address[11]	read_data[4]	6
5_1_grt	address[10]	read_data[3]	6
6_report	address[7]	read_data[4]	6
## area by class of cell
cell class | count | share of cell area
clock inverters | 24 | 0.00926
clock buffers | 44 | 0.0580
flip-flops and latches | 348 | 0.601
inverters | 20 | 0.00455
repair buffers | 63 | 0.0363
multi-input cells | 482 | 0.256
well taps | 461 | 0.0344
## through the flow
| stage | utilization | total power [uW] | cells |
|---|---|---|---|
| floorplan | - | 2760 | 914 |
| global placement | 0.435 | 2800 | 1374 |
| detailed placement | 0.435 | 2800 | 1374 |
| CTS | 0.467 | 4990 | 1442 |
| global route | 0.467 | 5090 | 1442 |
| finish | 0.467 | 4930 | 1442 |
Power and IR drop assume default switching activity.
