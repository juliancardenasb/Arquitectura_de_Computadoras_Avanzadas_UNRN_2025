==> /design/flow/design.v <==
module band_rate_generator(
    input clk, reset,
    input [10:0] dvsr,   
    output reg tick
);
    reg [10:0] r_reg;
    reg [10:0] r_next;
    always @(posedge clk or posedge reset) begin
        if (reset)
            r_reg <= 0;
        else
            r_reg <= r_next;
    end
    always @* begin
        r_next = (r_reg == dvsr) ? 0 : r_reg + 1;
    end
    always @* begin
        tick = (r_reg == 1);
    end
endmodule
module fifo #(
    parameter DATA_WIDTH = 8,
    parameter FIFO_DEPTH = 16
)(
    input logic clk, reset,
    input logic wr_en, rd_en,
    input logic [DATA_WIDTH-1:0] w_data,
    output logic [DATA_WIDTH-1:0] r_data,
    output logic empty, full
);
    localparam ADDR_WIDTH = $clog2(FIFO_DEPTH);
    logic [DATA_WIDTH-1:0] mem [0:FIFO_DEPTH-1];
    logic [ADDR_WIDTH-1:0] w_ptr, r_ptr;
    logic [ADDR_WIDTH:0] fifo_count;
    always_ff @(posedge clk, posedge reset) begin
        if (reset) begin
            w_ptr <= 0;
            r_ptr <= 0;
            fifo_count <= 0;
        end else begin
            if (wr_en && !full) begin
                mem[w_ptr] <= w_data;
                w_ptr <= w_ptr + 1;
            end
            if (rd_en && !empty) begin
                r_data <= mem[r_ptr];
                r_ptr <= r_ptr + 1;
            end
            case ({wr_en && !full, rd_en && !empty})
                2'b01: fifo_count <= fifo_count - 1;
                2'b10: fifo_count <= fifo_count + 1;
                default: ;
            endcase
        end
    end
    assign empty = (fifo_count == 0);
    assign full = (fifo_count == FIFO_DEPTH);
endmodule
module receiver #(
    parameter DBIT = 8,
    parameter SB_TICK = 16
)(
    input clk, reset,
    input rx, s_tick,
    output reg [7:0] dout,
    output reg rx_done_tick
);
    localparam [1:0] idle = 2'b00, start = 2'b01, data = 2'b10, stop = 2'b11;
    reg [1:0] state_reg, state_next;
    reg [3:0] s_reg, s_next;
    reg [2:0] n_reg, n_next;
    reg [7:0] b_reg, b_next;
    always @(posedge clk or posedge reset) begin
        if (reset) begin
            state_reg <= idle;
            s_reg <= 0;
            n_reg <= 0;
            b_reg <= 0;
        end else begin
            state_reg <= state_next;
            s_reg <= s_next;
            n_reg <= n_next;
            b_reg <= b_next;
        end
    end
    always @* begin
        state_next = state_reg;
        s_next = s_reg;
        n_next = n_reg;
        b_next = b_reg;
        rx_done_tick = 1'b0;
        case (state_reg)
            idle:
                if (~rx) begin
                    state_next = start;
                    s_next = 0;
                end
            start:
                if (s_tick) begin
                    if (s_reg == 7) begin
                        state_next = data;
                        s_next = 0;
                        n_next = 0;
                    end else begin
                        s_next = s_reg + 1;
                    end
                end
            data:
                if (s_tick) begin
                    if (s_reg == 15) begin
                        s_next = 0;
                        b_next = {rx, b_reg[7:1]};
                        if (n_reg == (DBIT - 1)) begin
                            state_next = stop;
                        end else begin
                            n_next = n_reg + 1;
                        end
                    end else begin
                        s_next = s_reg + 1;
                    end
                end
            stop:
                if (s_tick) begin
                    if (s_reg == (SB_TICK - 1)) begin
                        state_next = idle;
                        rx_done_tick = 1'b1;
                    end else begin
                        s_next = s_reg + 1;
                    end
                end
        endcase
    end
    assign dout = b_reg;
endmodule
module riscv_uart #(
    parameter UART_BASE = 32'h00002000
)(
    input clk, reset,
    input rx,
    output tx,
    input [31:0] address,
    input [31:0] write_data,
    input mem_write,
    input mem_read,
    output reg [31:0] read_data
);
    wire [7:0] uart_r_data;
    wire uart_rd, uart_wr;
    wire uart_rx_empty, uart_tx_full;
    wire uart_selected = (address >= UART_BASE) && (address < UART_BASE + 8);
    uart_top uart (
        .clk(clk),
        .reset(reset),
        .rx(rx),
        .rd_uart(uart_rd),
        .r_data(uart_r_data),
        .rx_empty(uart_rx_empty),
        .wr_uart(uart_wr),
        .w_data(write_data[7:0]),
        .tx(tx),
        .tx_full(uart_tx_full)
    );
    assign uart_rd = uart_selected && mem_read && (address[2:0] == 3'b000);
    assign uart_wr = uart_selected && mem_write && (address[2:0] == 3'b000);
    always @* begin
        read_data = 32'b0;
        if (uart_selected && mem_read) begin
            case (address[2:0])
                3'b000: read_data = {24'b0, uart_r_data};   
                3'b100: read_data = {30'b0, uart_tx_full, uart_rx_empty};  
                default: read_data = 32'b0;
            endcase
        end
    end
endmodule
module transmitter #(
    parameter DBIT = 8,
    parameter SB_TICK = 16
)(
    input clk, reset,
    input tx_start, s_tick,
    input [7:0] din,
    output reg tx, tx_done_tick
);
    localparam [1:0] idle = 2'b00, start = 2'b01, data = 2'b10, stop = 2'b11;
    reg [1:0] state_reg, state_next;
    reg [3:0] s_reg, s_next;
    reg [2:0] n_reg, n_next;
    reg [7:0] b_reg, b_next;
    reg tx_reg, tx_next;
    always @(posedge clk or posedge reset) begin
        if (reset) begin
            state_reg <= idle;
            s_reg <= 0;
            n_reg <= 0;
            b_reg <= 0;
            tx_reg <= 1'b1;
        end else begin
            state_reg <= state_next;
            s_reg <= s_next;
            n_reg <= n_next;
            b_reg <= b_next;
            tx_reg <= tx_next;
        end
    end
    always @* begin
        state_next = state_reg;
        s_next = s_reg;
        n_next = n_reg;
        b_next = b_reg;
        tx_next = tx_reg;
        tx_done_tick = 1'b0;
        case (state_reg)
            idle: begin
                tx_next = 1'b1;
                if (tx_start) begin
                    state_next = start;
                    s_next = 0;
                    b_next = din;
                end
            end
            start: begin
                tx_next = 1'b0;
                if (s_tick) begin
                    if (s_reg == 15) begin
                        state_next = data;
                        s_next = 0;
                        n_next = 0;
                    end else begin
                        s_next = s_reg + 1;
                    end
                end
            end
            data: begin
                tx_next = b_reg[0];
                if (s_tick) begin
                    if (s_reg == 15) begin
                        s_next = 0;
                        b_next = {1'b0, b_reg[7:1]};
                        if (n_reg == (DBIT - 1)) begin
                            state_next = stop;
                        end else begin
                            n_next = n_reg + 1;
                        end
                    end else begin
                        s_next = s_reg + 1;
                    end
                end
            end
            stop: begin
                tx_next = 1'b1;
                if (s_tick) begin
                    if (s_reg == (SB_TICK - 1)) begin
                        state_next = idle;
                        tx_done_tick = 1'b1;
                    end else begin
                        s_next = s_reg + 1;
                    end
                end
            end
            default: begin
                state_next = idle;
                tx_next = 1'b1;
            end
        endcase
    end
    assign tx = tx_reg;
endmodule
module uart_top  #(
    parameter DBIT = 8,
    parameter FIFO_DEPTH = 16,
    parameter DVSR = 32   
)(
    input clk, reset,
    input rx, rd_uart,
    output [7:0] r_data,
    output rx_empty,
    input wr_uart,
    input [7:0] w_data,
    output tx,
    output tx_full
);
    wire tick;
    wire rx_done_tick, tx_done_tick;
    wire tx_fifo_not_empty;
    wire [7:0] tx_fifo_out;
    wire [7:0] rx_to_fifo;
    wire [10:0] dvsr_11bit = DVSR[10:0];
    band_rate_generator brg_unit (
        .clk(clk),
        .reset(reset),
        .dvsr(dvsr_11bit),   
        .tick(tick)
    );
    receiver #(.DBIT(DBIT)) rx_unit (
        .clk(clk),
        .reset(reset),
        .rx(rx),
        .s_tick(tick),
        .dout(rx_to_fifo),
        .rx_done_tick(rx_done_tick)
    );
    fifo #(.DATA_WIDTH(DBIT), .FIFO_DEPTH(FIFO_DEPTH)) rx_fifo (
        .clk(clk),
        .reset(reset),
        .wr_en(rx_done_tick),
        .rd_en(rd_uart),
        .w_data(rx_to_fifo),
        .r_data(r_data),
        .empty(rx_empty),
        .full()
    );
    fifo #(.DATA_WIDTH(DBIT), .FIFO_DEPTH(FIFO_DEPTH)) tx_fifo (
        .clk(clk),
        .reset(reset),
        .wr_en(wr_uart),
        .rd_en(tx_done_tick),
        .w_data(w_data),
        .r_data(tx_fifo_out),
        .empty(tx_fifo_not_empty),
        .full(tx_full)
    );
    transmitter #(.DBIT(DBIT)) tx_unit (
        .clk(clk),
        .reset(reset),
        .tx_start(tx_fifo_not_empty),
        .s_tick(tick),
        .din(tx_fifo_out),
        .tx(tx),
        .tx_done_tick(tx_done_tick)
    );
endmodule
==> /design/flow/run.sh <==
#!/bin/bash
# OpenROAD 26Q1-2900-gdf79404cd8, Yosys 0.63+post, stock flow scripts
make -C /OpenROAD-flow-scripts/flow DESIGN_CONFIG=/design/flow/config.mk WORK_HOME=/design/flow/orfs finish
==> /design/flow/config.mk <==
export PLATFORM = sky130hd
export DESIGN_NAME = riscv_uart
export DESIGN_NICKNAME = riscv_uart
export VERILOG_FILES = /design/flow/design.v
export SDC_FILE = /design/flow/constraint.sdc
export NUM_CORES = 4
export LEC_CHECK = 1
export CORE_UTILIZATION = 50
export SYNTH_HDL_FRONTEND = slang
==> /design/flow/constraint.sdc <==
current_design riscv_uart

set clk_period 4.9
set clk_io_pct 0.2

create_clock -name clk0 -period $clk_period [get_ports {clk}]

set non_clock_inputs [all_inputs -no_clocks]
set_input_delay [expr $clk_period * $clk_io_pct] -clock clk0 $non_clock_inputs
set_output_delay [expr $clk_period * $clk_io_pct] -clock clk0 [all_outputs]
==> impl_metrics.csv <==
group,metric,value,unit
cts,clock_latency,0.51,ns
detailed_routing,wl,27.1,mm
critical_path,critPathCaptureType,"primary output",
synthesis,yosys.area_share.aoi,3.29,%
detailed_routing,antennaDiodeCount,0,
synthesis,yosysTopAreaCellShare,56.2,%
floorplanning,row_count,62,
critical_path,startpoint_type,"input port",
grt,grt_pass1_vias,8245,
critical_path,cp.required,3.92,ns
finish,seqCellArea,0.0101,sq mm
floorplanning,fp.dieH,173,um
synthesis,edf_count,272,
detailed_routing,drtIter0Drc,510,
finish,drive_gt1_share,20.7,%
synthesis,ys_sh_xor,1.81,%
placement,dp_hpwl,17.8,mm
synthesis,adder_share,2.69,%
synthesis,mux_share,13.6,%
cts,htree_levels,2,
timing,setup_viol,0,
timing,fin_crit,3.98,ns
critical_path,timing.rr.start,"uart.brg_unit.r_reg[2]",
finish,nFillCells,2007,
detailed_routing,drc,0,
synthesis,synth.logic.top_family,"multiplexers",
power,pwr_density_cell,359,mW/mm^2
synthesis,topCellsByArea,"edfxtp_1 56%, dfrtp_1 13%, mux4_2 12%, ha_1 2.4%, xnor2_1 1.4%",
cts,clockBufferDepth,3,
finish,instances_no_fill,1335,
timing,fin_hold_ws,0.464,ns
timing,slew_viol_final,0,
floorplanning,fp_util,50.8,%
critical_path,setup.worst_path.class,"input port to primary output",
synthesis,avgSynthCellArea,17.4,sq um
synthesis,largest_area_cell,"edfxtp_1",
cts,ctsHoldBuffers,0,
timing,finalCritPeriodShare,81.2,%
floorplanning,dieWidth,173,um
detailed_routing,drtPass1Iterations,7,
finish,syn_to_final_growth,15.9,%
critical_path,worst_ep_arrival_time,3.00,ns
cts,cts_setup_buffers,0,
placement,numPortBuffers,53,
timing,final.setup.tns,0,ns
flow_run,warnings,58,
cts,clock-sinks,348,
synthesis,postSynthCellCount,836,
timing,rsz0062_at_grt,"no",
grt,antenna_found_initial,0,
synthesis,ys_seq_share,69.3,%
timing,fin_skew,0.0102,ns
grt,grt_max_degree,61,
cts,path_clk_slew,0.05,ns
timing,tightest_slew,0.875,ns
grt,grt-ovfl-total,0,
outcome,status,"finished, final reports clean",
synthesis,synthesis.area,0.0145,sq mm
synthesis,simple_gate_share,6.75,%
worst_hold_path,hp-start,"uart.brg_unit.r_reg[10]",
timing,hold_violations,0,
synthesis,async_reset_ff_share,21.8,%
cts,numCtsBuffers,37,
critical_path,worstSetupStartpoint,"address[17]",
synthesis,yosysChipArea,0.0145,sq mm
placement,pre_cts_ws,0.772,ns
timing,slew_headroom,41.5,%
synthesis,ff_type,"edfxtp_1",
floorplanning,ios,102,
flow_run,max-cap-violations,0,
critical_path,worstPathMaxFanout,6,
timing,setup_slack,0.920,ns
synthesis,ys_cells,836,
synthesis,ys_ff,348,
placement,place_congestion,0.928,
floorplanning,dieArea,0.0298,sq mm
synthesis,yosysUniqueCellTypes,55,
detailed_routing,postRouteAntennaNets,0,
cts,cts_tree,"yes",
power,p_leak,6.03,nW
power,irDropWorstVdd,0.304,mV
timing,max_freq,0.251,GHz
detailed_routing,vias,7541,
worst_hold_path,hold_path.class,"flop to flop",
grt,grtUsageTotal,21.0,%
floorplanning,core_area,0.0286,sq mm
cts,cts_resized,0,
detailed_routing,drt-vias-per-instance,5.65,
grt,grt_first_pass_wirelength,43.7,mm
synthesis,yosysWarningCount,0,
finish,combGateArea,0.00424,sq mm
placement,numPlacedInstances,1267,
detailed_routing,wl_per_cell,20.3,um
cts,root_buffer,"clkbuf_16",
metal layers:
metal	GRT usage, %	routed length [um]	vias up
li1	-	-	3431
met1	33.1	11000	3753
met2	29.0	12500	324
met3	12.2	3300	31
met4	2.98	346	2
met5	1.44	57	-
stage by stage:
| stage | util [%] | area, sq um | total power [mW] |
|---|---|---|---|
| floorplan | - | 14600 | 3.26 |
| global placement | 54.5 | 15600 | 3.30 |
| finish | 58.8 | 16800 | 6.04 |
| detailed placement | 54.5 | 15600 | 3.30 |
| global route | 58.8 | 16800 | 6.23 |
| CTS | 58.8 | 16800 | 6.11 |
cells by family after synthesis:
logic type               after synthesis
flip-flops                           348
XOR/XNOR                              30
multiplexers                          96
AND/OR/NAND/NOR                      188
buffers and inverters                 74
AND-OR/OR-AND                         69
adder cells (fa/ha/maj)               30
other                                  1
power by group:
| group | internal [mW] | total, mW | switching, mW |
|---|---|---|---|
| Combinational | 0.0349 | 0.0746 | 0.0397 |
| Clock | 1.73 | 2.80 | 1.07 |
| Sequential | 3.17 | 3.17 | 0.000834 |
| Total | 4.93 | 6.04 | 1.11 |
cell usage in the layout (no fill, tap or decap), types with 9 or more instances in the layout:
| cell | instances |
|---|---|
| a21oi_1 | 9 |
| a22oi_1 | 9 |
| buf_4 | 25 |
| clkbuf_16 | 39 |
| clkdlybuf4s50_1 | 53 |
| conb_1 | 24 |
| dfrtp_1 | 71 |
| edfxtp_1 | 272 |
| ha_1 | 28 |
| inv_1 | 19 |
| mux2_2 | 13 |
| mux4_2 | 80 |
| nand2_1 | 49 |
| nand3_1 | 17 |
| nor2_1 | 38 |
| nor4_1 | 15 |
| o21ai_0 | 19 |
| xnor2_1 | 24 |
final timing paths:
path | end | slack [ns] | cells after the start
worst max-delay path | read_data[6] | 0.92 | 7
worst min-delay path | uart.brg_unit.r_reg[10] | 0.46 | 1
worst max register to register | uart.rx_fifo.fifo_count[4] | 1.26 | 10
worst min register to register | uart.brg_unit.r_reg[10] | 0.46 | 1
max in group asynchronous | uart.tx_fifo.r_ptr[0] | 2.77 | 4
min in group asynchronous | uart.rx_unit.dout[2] | 1.03 | 3
cells in the mapped netlist, drive strengths merged, types with 2 or more instances:
cell,instances
nand3,17
mux2,13
nand4,6
buf,34
inv,20
nor2b,5
a21o,4
edfxtp,272
o2bb2ai,4
fa,2
o31ai,2
a31oi,2
mux4,80
o21a,2
xnor2,24
and3,5
nor2,39
mux2i,3
clkbuf,20
dfstp,3
and2,8
a21oi,9
nor4,15
o221ai,8
o21ai,19
xor2,6
or2,2
a211oi,2
dfrtp,73
or4,3
ha,28
nor4b,12
a22oi,9
and4,2
nand2b,8
nand2,50
nor3,9
or3,4
layout make-up:
type | instances | area share (%)
clock inverters | 18 | 1.16
multi-input cells | 437 | 25.2
repair buffers | 78 | 4.26
flip-flops and latches | 348 | 59.8
clock buffers | 50 | 6.28
well taps | 384 | 2.85
inverters | 20 | 0.453
worst max-delay path, cell delays in order:
cell	delay (ns)
clkdlybuf4s50_1	0.40
nor4_1	0.43
nand4_1	0.20
nor3_1	0.23
buf_4	0.17
and2_1	0.13
clkdlybuf4s50_1	0.45
Power is estimated from default activity; no workload was simulated.
